===== flow/config.mk =====
export PLATFORM = sky130hd
export DESIGN_NAME = AHB_SYNC
export DESIGN_NICKNAME = AHB_SYNC
export VERILOG_FILES = /design/flow/design.v
export SDC_FILE = /design/flow/constraint.sdc
export NUM_CORES = 4
export LEC_CHECK = 1
export CORE_AREA = 10 10 70 70
export DIE_AREA = 0 0 80 80

===== flow/constraint.sdc =====
current_design AHB_SYNC

set clk_period 1.4
set clk_io_pct 0.2

create_clock -name clk0 -period $clk_period [get_ports {HCLK}]

set non_clock_inputs [all_inputs -no_clocks]
set_input_delay [expr $clk_period * $clk_io_pct] -clock clk0 $non_clock_inputs
set_output_delay [expr $clk_period * $clk_io_pct] -clock clk0 [all_outputs]

===== flow/design.v =====
module AHB_SYNC #(parameter [31:0] DATA_WIDTH = 16,ADDR_WIDTH = 6)
(
	input wire 						HCLK,
	input wire 						req,
	input wire 	[ADDR_WIDTH-1:0]	DADR,
	input wire 	[ADDR_WIDTH-1:0]	CADR,
	input wire 	[1:0]				DLEN,
	output reg						ack,
	output reg 						REGs_ready,
	output reg 	[ADDR_WIDTH-1:0]	DADR_O,
	output reg 	[ADDR_WIDTH-1:0]	CADR_O,
	output reg 	[1:0]				DLEN_O
);
	reg  		Latch1OUT;
	reg 		Latch2IN;
	reg 		Latch2OUT;
	reg 		Latch3IN;
	always @(posedge HCLK) begin
		Latch1OUT <= req;
		Latch2IN <= Latch1OUT;
		Latch2OUT <= Latch2IN;
		Latch3IN <= Latch2OUT;
		REGs_ready <= Latch3IN;
	end
	always @(Latch2OUT or REGs_ready) begin
	if(Latch2OUT && !REGs_ready) begin
		DADR_O <= DADR;
		CADR_O <= CADR;
		DLEN_O <= DLEN;
		ack = 1'b1;
	end else begin
		ack = 1'b0;
	end
	end
endmodule

===== flow/run.sh =====
#!/bin/bash
# OpenROAD 26Q1-2900-gdf79404cd8, Yosys 0.63+post, stock flow scripts
make -C /OpenROAD-flow-scripts/flow DESIGN_CONFIG=/design/flow/config.mk WORK_HOME=/design/flow/orfs finish

==> reports/metrics.cfg <==
[placement]
placed_cells_incl_taps = 98
place.detailed.hpwl_um = 901.1
place_area_um2 = 699.4
gpl.final_weighted_congestion = 0.7635
port_buffers = 31

[timing]
slew_violations = 0
fmaxAchievable_ghz = 0.7440
finalSetupViolations = 0
slew-limit-headroom = 0.9306
tns_ns = 0
rsz_0062_raised_after_global_routing = false
endpoints_left_unconstrained = 28
post-route-min-period_ns = 1.344
tightestPinTransition_ns = 0.1041
hold_viol_final = 0
final_min_period_over_clock_period = 0.9600
fin_worst_skew_ns = 0.001530
unclocked_pins = 14
final_hold_slack_ns = 0.3278

[critical_path]
critPathMaxStageDelay_ns = 0.47
critPathBufInv = 1
timing.setup.critical_path_class = register to output pin
regToRegSetupSlack_ns = 0.98
timing.critical_path.to_type = output pin
crit-reg2reg-launch = Latch2OUT
startpoint_type_of_the_worst_setup_path = register
regToRegEndpoint = Latch3IN
worst-path-max-fanout = 2
crit_arrival_ns = 1.06
worst_r2r_path_depth = 0
cell_at_the_slowest_stage_of_the_critical_path = sky130_fd_sc_hd__clkdlybuf4s50_1
critical_path.top_delay_family = buffers and inverters
chain_of_cells_forming_the_critical_path = clkdlybuf4s50_1
critPathRequiredTime_ns = 1.12

[min_path]
timing.hold.worst.start = Latch2IN
min-delay-path-class = register to register
worst_hold_path.num_cells = 0
min_to = Latch2OUT

[synthesis]
yosys_warnings = 1
syn_inst = 20
ys_cells = 20
synth.top_cells.by_area = sky130_fd_sc_hd__dlxtp_1 65%, sky130_fd_sc_hd__dfxtp_1 31%, sky130_fd_sc_hd__nor2b_4 4.2%
synth.cell_area_um2 = 324.1
muxShareOfSynthArea = 0
yosysTopAreaCell = sky130_fd_sc_hd__dlxtp_1
synth.lib_cells_used.distinct = 3
ys_chip_area_um2 = 324.1
registers_synthesis = 19
aoi_share = 0
xor_share = 0
synth_adder_area_share = 0
top_area_frac = 0.6486
synthSimpleGateAreaFrac = 0.04247
top_logic_kind = simple AND/OR/NAND/NOR gates
syn_area_per_cell_um2 = 16.20

[clock_tree]
clock-root-buffer = sky130_fd_sc_hd__clkbuf_4
cts_hold_buf = 0
numCtsBuffers = 3
cts-htree-levels = 1
cts_buffer_depth = 2
tritoncts = built
worstSkewPairLatency_ns = 0.24
cts.reportedPaths.clkPinSlew_ns = 0.05

[routing]
drt_wl_total_um = 1030
route.detailed.vias_per_inst = 2.702
drc = 0
dr.first_iter.drc_count = 0
detailroute.via_count = 281
avgRoutedWirePerCell_um = 9.904
drtPass1Iterations = 1
route.antenna.remaining_nets = 0
number_of_inserted_diodes = 0

[pwr]
pwr_density_cell_nw_per_um2 = 554.9
leakagePower_nw = 0.3178
worst_ir_drop_vdd_uv = 517.0

[global_route]
grt_first_pass_wirelength_um = 1538
global_route.usage.total = 0.03039
grt_use_met3 = 0.01818
grt_use_met2 = 0.05297
grtUsageMet1 = 0.03210
number_of_global_route_vias_before_repair = 313
grt_most_used_layer = met2
grt_max_degree = 13
globalRoute.totalOverflow = 0
grt_antenna_before_repair = 0

[die]
number_of_standard_cell_rows_in_the_floorplan = 21
die_w_um = 80
design.core.area_um2 = 3416
die_area_um2 = 6400
core_util_floorplan = 0.09487
num_io_pins = 32
die-height_um = 80

[job]
warning_count = 25
cap_viol_max_count = 0

[layout]
post-route-cell-area_um2 = 743.2
layout.area.seq_um2 = 312.8
stdcell_count = 104
mi_logic_area_um2 = 13.76
area.growth.synth_to_final_pct = 129.3
post_route_cells_drive_above_1_share = 0.1724
final.fill_count = 372

[status]
run_status = complete, no violations

[cell type report]
class | count | area share
clock buffer | 3 | 0.03030
multi-input combinational | 1 | 0.01852
timing repair buffer | 34 | 0.4461
sequential | 19 | 0.4209
clock inverter | 1 | 0.006734
tap | 46 | 0.07744
[logic make-up (layout without fill, tap and decap cells)]
logic type / Yosys count / after routing
AND/OR/NAND/NOR: 1 / 1
buffers and inverters: 0 / 38
latches: 14 / 14
flip-flops: 5 / 5
[repair_timing]
action                                  4_1_cts  5_1_grt
gates resized                                 3        0
endpoints found under the setup margin        2        0
hold endpoints to repair                      0        0
setup buffers                                 2        0
[per-layer routing]
| metal | part of all wire | vias to the layer above |
|---|---|---|
| li1 | - | 136 |
| met1 | 0.35 | 126 |
| met2 | 0.50 | 19 |
| met3 | 0.15 | 0 |
| met4 | 0 | 0 |
| met5 | 0 | - |
[synthesized netlist by cell type (all sizes together)]
library cell  count
dfxtp             5
nor2b             1
dlxtp            14
[cell usage in the layout, fill, tap and decap left out]
cell,count
sky130_fd_sc_hd__dfxtp_1,3
sky130_fd_sc_hd__dfxtp_2,2
sky130_fd_sc_hd__dlxtp_1,14
sky130_fd_sc_hd__dlygate4sd2_1,1
sky130_fd_sc_hd__nor2b_4,1
sky130_fd_sc_hd__buf_4,3
sky130_fd_sc_hd__clkinv_2,1
sky130_fd_sc_hd__clkdlybuf4s50_1,30
sky130_fd_sc_hd__clkbuf_4,3
[power by group]
group / leakage [nW] / internal [W] / switching, W
combinational: 0.147 / 0.0000554 / 0.0000124
clock: 0.0177 / 0.000103 / 0.0000622
sequential: 0.153 / 0.000174 / 0.00000470
[worst max path at each step]
stage | from | end | slack [ns] | depth (start not counted)
after global routing | REGs_ready | REGs_ready | 0.0002 | 1
final | REGs_ready | REGs_ready | 0.06 | 1
after CTS | REGs_ready | REGs_ready | 0.04 | 1
[sequential cells by signal (all words and copies together) (netlist names)]
register / flops
CADR_O: 6
DADR_O: 6
DLEN_O: 2
Latch1OUT: 1
Latch2IN: 1
Latch2OUT: 1
Latch3IN: 1
REGs_ready: 1
[through the flow]
stage | worst slack [ns] | power, W | util
after floorplan | 0.6092 | 0.0001839 | -
after global placement | 0.1428 | 0.0002461 | 0.2048
after detailed placement | 0.1286 | 0.0002474 | 0.2048
after CTS | 0.03794 | 0.0004232 | 0.2176
after global routing | 0.0001570 | 0.0004414 | 0.2176
final | 0.05595 | 0.0004124 | 0.2176
Power is estimated from default activity; no workload was simulated.
