### /design/flow/design.v
module AHB_MASTER #(parameter [31:0] DATA_WIDTH = 32'd16,ADDR_WIDTH = 16)(
    input wire HCLK,
    input wire RESET,                        
    input wire [DATA_WIDTH-1:0] HRDATA,      
    input wire HREADY,                       
    input wire HRESP,                        
    input wire                   REGs_ready, 
    input wire [ADDR_WIDTH-1:0]  DADR,       
    input wire [ADDR_WIDTH-1:0]  CADR,       
    input wire [1:0]             DLEN,     
    input wire                   isSumReady,
    input wire [DATA_WIDTH-1:0]  SUM1,
    input wire [DATA_WIDTH-1:0]  SUM2,
    input wire [DATA_WIDTH-1:0]  SUM3,
    input wire [DATA_WIDTH-1:0]  SUM4,
    input wire [DATA_WIDTH-1:0]  SUM5,
    input wire [DATA_WIDTH-1:0]  SUM6,
    input wire [DATA_WIDTH-1:0]  SUM7,
    input wire [DATA_WIDTH-1:0]  SUM8,
    output reg [ADDR_WIDTH-1:0] HADDR,       
    output reg [DATA_WIDTH-1:0] HWDATA,      
    output reg [2:0] HBURST,                 
    output wire [2:0] HSIZE,                  
    output reg [1:0] HTRANS,                 
    output reg HWRITE,                       
    output wire HMASTLOCK                     
);
    localparam [1:0] SingleData = 2'b00;
    localparam [1:0] OneRow     = 2'b01;
    localparam [1:0] Brst2Row   = 2'b10;
    localparam [1:0] IDLE       = 2'b00;
    localparam [1:0] BUSY       = 2'b01;     
    localparam [1:0] NONSEQ     = 2'b10;
    localparam [1:0] SEQ        = 2'b11;
    localparam [2:0] SINGLE     = 3'b000;
    localparam [2:0] INCR       = 3'b001;
    localparam [2:0] WRAP4      = 3'b010;  
    localparam [2:0] INCR4      = 3'b011;   
    localparam [2:0] WRAP8      = 3'b100;   
    localparam [2:0] INCR8      = 3'b101;   
    localparam [2:0] WRAP16     = 3'b110;   
    localparam [2:0] INCR16     = 3'b111;
    localparam [2:0] BYTE       = 3'b000;    
    localparam [2:0] HALFWORD   = 3'b001;    
    localparam [2:0] WORD       = 3'b010;    
    assign HMASTLOCK            = 1'b0  ;
    assign HSIZE                = 3'b001;
    reg [ADDR_WIDTH-1:0]  NEXT_ADDR;
    reg [DATA_WIDTH-1:0]  NEXT_HWDATA;    
    reg [3:0]             STATE;
    reg [3:0]             NEXT_STATE;
    reg [2:0]             TMP_SIZE;      
    reg [2:0]             TMP_BURST;     
    reg [1:0]             NEXT_HTRANS;
    reg                   NEXT_HWRITE;
    reg [ADDR_WIDTH-1:0]  WHERE_SAVE;
    reg [1:0]             NEXT_DLEN ;
    reg [ADDR_WIDTH-1:0]  rDADR;       
    reg [ADDR_WIDTH-1:0]  rCADR;       
    reg [1:0]             rDLEN; 
    reg [DATA_WIDTH-1:0]  DataFromSlave[0:7];
    reg                   WhichBurst;  
    reg                   isFinished;
    reg [2:0]             iterator;
    reg [DATA_WIDTH-1:0] SUM [0:7];
    localparam [3:0] IDLE_STATE             = 4'b0000;
    localparam [3:0] SINGLE_ADDRES          = 4'b0001;
    localparam [3:0] SINGLE_DATA_READ       = 4'b0010;
    localparam [3:0] SINGLE_DATA_WRITE      = 4'b0100;
    localparam [3:0] SINGLE_STOP            = 4'b1000;
    localparam [3:0] BURST_START            = 4'b1110;
    localparam [3:0] BURST_RD_NEXT          = 4'b1100;
    localparam [3:0] BURST_WR_NEXT          = 4'b0011;
    localparam [3:0] BURST_STOP             = 4'b1110;
always@(*) begin
    SUM[0] = SUM1;
    SUM[1] = SUM2;
    SUM[2] = SUM3;
    SUM[3] = SUM4;
    SUM[4] = SUM5;
    SUM[5] = SUM6;
    SUM[6] = SUM7;
    SUM[7] = SUM8;
end
always @(posedge HCLK or negedge RESET) begin
    if (RESET == 1'b0) begin
        HADDR   <= {ADDR_WIDTH{1'b0}};
        HWDATA  <= {DATA_WIDTH{1'b0}};
        HBURST  <=  SINGLE;
        HWRITE  <=  1'b0;
        STATE   <=  IDLE_STATE;
        NEXT_STATE <= IDLE_STATE;
        HTRANS  <=  IDLE; 
    end
    else begin
        STATE   <= NEXT_STATE;
        HADDR   <= NEXT_ADDR;
        HWDATA  <= NEXT_HWDATA;
        HBURST  <= TMP_BURST;
        HWRITE  <= NEXT_HWRITE;
        HTRANS  <= NEXT_HTRANS;
    end
end
always @(posedge REGs_ready) begin
    rDLEN = DLEN;                
    rCADR = CADR;
    rDADR = DADR;
    isFinished = 1'b0;
end
always @(*) begin
    if(isSumReady == 1'b1) begin
        NEXT_HWRITE = 1;        
    end else begin
        NEXT_HWRITE = 0;
    end
end
always @(*) begin
    case(rDLEN)
    SingleData: begin
        TMP_BURST = SINGLE;
        end
    OneRow: begin
        TMP_BURST = INCR;
        WhichBurst = 1'b0;
    end
    Brst2Row: begin
        TMP_BURST = INCR;
        WhichBurst = 1'b1;
    end
    endcase
end
always @(*) begin
    case(STATE)
    IDLE_STATE: begin
    NEXT_ADDR = 16'bzzzzzz;
        if(HREADY == 1'b1) begin
            if(isFinished == 0) begin
                if(TMP_BURST == SINGLE)begin  
                    NEXT_STATE  = SINGLE_ADDRES;
                    NEXT_HTRANS = NONSEQ;
                end
                else begin  
                    NEXT_STATE  = BURST_START; 
                    iterator = 0; 
                    NEXT_HTRANS = IDLE;
                end
            end else begin
                NEXT_STATE  = IDLE_STATE;
                NEXT_HTRANS = IDLE;
                NEXT_HWDATA = 16'bzzzzzz;
            end
        end
        else begin
            NEXT_STATE  = IDLE_STATE;
            NEXT_HTRANS = IDLE;
            NEXT_HWDATA = 16'bzzzzzz;
        end
    end
    SINGLE_ADDRES: begin
        if(HREADY == 1'b1) begin
            if(NEXT_HWRITE == 1'b1) begin
            NEXT_STATE  = SINGLE_DATA_WRITE;
            NEXT_HTRANS = NONSEQ;
            NEXT_ADDR = rCADR;
        end
        else begin
            NEXT_STATE  = SINGLE_DATA_READ;
            NEXT_HTRANS = NONSEQ;
            NEXT_ADDR   = rDADR;
        end
    end
    end
    SINGLE_DATA_READ: begin
        if(HREADY==1'b1) begin
            DataFromSlave[0] = HRDATA;
            isFinished = 1;
            NEXT_STATE = SINGLE_STOP;
            NEXT_HTRANS = IDLE;
        end
        else begin
            NEXT_STATE = SINGLE_DATA_READ;
            NEXT_HTRANS = NONSEQ;
        end
    end
    SINGLE_DATA_WRITE: begin
        if(HREADY == 1'b1) begin
            NEXT_HWDATA = SUM[0];
            isFinished = 1;
            NEXT_STATE = SINGLE_STOP;
            NEXT_HTRANS = IDLE;
        end else begin
            NEXT_HWDATA = SUM[0];
            NEXT_STATE = SINGLE_DATA_WRITE;
            NEXT_HTRANS = NONSEQ;
        end
    end
    SINGLE_STOP: begin
        NEXT_STATE = IDLE_STATE;
        NEXT_HTRANS = IDLE;
    end
    BURST_START: begin
        if(HREADY == 1'b1) begin
            if(NEXT_HWRITE == 1'b1) begin
                NEXT_HTRANS = NONSEQ;
                NEXT_STATE = BURST_WR_NEXT;
                NEXT_ADDR = rCADR; 
            end else begin
                NEXT_HTRANS = NONSEQ;
                NEXT_STATE = BURST_RD_NEXT;
                NEXT_ADDR = rDADR;
            end 
        end    
        else begin
             NEXT_STATE = BURST_START;
             NEXT_HTRANS = NONSEQ;
        end
    end
    BURST_RD_NEXT: begin
        if(HREADY == 1'b1) begin
            NEXT_HTRANS = SEQ;
            NEXT_ADDR = NEXT_ADDR + 1;
            DataFromSlave[iterator] = HRDATA;
            if(WhichBurst == 1'b0) begin
                if(iterator <= 4) begin
                    NEXT_STATE = BURST_RD_NEXT;
                    iterator = iterator + 1;
                end else begin
                    NEXT_STATE = BURST_STOP;
                end
            end else begin
                if(iterator <= 8) begin
                    NEXT_STATE = BURST_RD_NEXT;
                    iterator = iterator+1;
                end else begin
                    NEXT_STATE = BURST_STOP;
                end
            end
        end else begin
            NEXT_STATE = BURST_RD_NEXT;
        end
    end
        BURST_WR_NEXT: begin
        if(HREADY == 1'b1) begin
            NEXT_HTRANS = SEQ;
            NEXT_ADDR = NEXT_ADDR + 1;
            NEXT_HWDATA = SUM[iterator];
            if(WhichBurst == 1'b0) begin
                if(iterator <= 4) begin
                    NEXT_STATE = BURST_WR_NEXT;
                    iterator = iterator + 1;
                end else begin
                    NEXT_STATE = BURST_STOP;
                end
            end else begin
                if(iterator <= 8) begin
                    NEXT_STATE = BURST_WR_NEXT;
                    iterator = iterator+1;
                end else begin
                    NEXT_STATE = BURST_STOP;
                end
            end
        end else begin
            NEXT_STATE = BURST_WR_NEXT;
        end
    end
    BURST_STOP: begin
        NEXT_STATE = IDLE_STATE;
        NEXT_HTRANS = IDLE;
    end
    endcase
end
endmodule
### /design/flow/run.sh
#!/bin/bash
# OpenROAD 26Q1-2900-gdf79404cd8, Yosys 0.63+post, stock flow scripts
make -C /OpenROAD-flow-scripts/flow DESIGN_CONFIG=/design/flow/config.mk WORK_HOME=/design/flow/orfs finish
### /design/flow/config.mk
export PLATFORM = sky130hd
export DESIGN_NAME = AHB_MASTER
export DESIGN_NICKNAME = AHB_MASTER
export VERILOG_FILES = /design/flow/design.v
export SDC_FILE = /design/flow/constraint.sdc
export NUM_CORES = 4
export LEC_CHECK = 1
export CORE_AREA = 10 10 113 113
export DIE_AREA = 0 0 123 123
### /design/flow/constraint.sdc
current_design AHB_MASTER

set clk_period 1.1
set clk_io_pct 0.2

create_clock -name clk0 -period $clk_period [get_ports {HCLK}]
create_clock -name clk1 -period $clk_period [get_ports {REGs_ready}]

set non_clock_inputs [all_inputs -no_clocks]
set_input_delay [expr $clk_period * $clk_io_pct] -clock clk0 $non_clock_inputs
set_output_delay [expr $clk_period * $clk_io_pct] -clock clk0 [all_outputs]
==> Changelog: implementation <==
### Changed

* Status: complete, but fails checks
* Failing checks: negative setup slack
* Most instantiated logic cell after routing: clkdlybuf4s50_1
* Largest net degree at the start of global routing at 21
* # rows at 37
* Buffers added on ports at 72
* Post-Route Setup TNS at -0.773 ns
* Final Total Pwr at 4.46 mW
* Max VDD drop at 651 µV
* Reg2Reg Depth at 1
* Kind of critical path: register to output pin
* Worst Setup EP: HWDATA[4]
* # IOs at 226
* ANT nets after route at 0
* Yosys stat area at 1640 µm²
* Placement-stage cell area at 2410 µm²
* Worst r2r src: rDADR[8]
* Sw frac at 0.190
* Max stage delay on crit path at 0.40 ns
* Yosys cell count at 99
* Detailed-routing wirelength on met1 at 1550 µm
* Final Setup Violations at 16
* WL per Instance at 12.6 µm
* Register pins left without a clock at 1
* Slowest-stage cell, CP: dfrtp_1
* Combinational share of power at 0.090
* Reg clk slew, reported paths at 0.09 ns
* Cells after synthesis at 99
* Setup crit start: HWDATA[0]
* Synth warn at 63
* FF-to-FF End: HADDR[8]
* Die H at 123 µm
* Power density over the cells at 1700 nW/µm²
* Syn Std Cell Area at 1640 µm²
* DRT Wirelength at 3880 µm
* Reg power frac at 0.474
* Cells along the critical path: buf_6 > buf_6 > buf_6
* Internal at 3.62 mW
* Worst min path class: input pin to async pin
* Req. time, crit path at 0.88 ns
* Init Core Util at 0.159
* Clock share of power at 0.436
* TritonRoute pass-1 iters at 4
* Yosys reg bits at 55
* Die Span X at 123 µm
* Max-Cap Viols at 0
* Setup slack after layout at -0.126 ns
* Endpoints left unconstrained at 2
* Met3 routed WL at 518 µm
* Final RePlAce weighted congestion at 0.717
* Final max-slew violation count at 0
* Fin area at 2630 µm²
* Core area at 10,300 µm²
* Critical Path AT at 1.01 ns
* Top Metal Used: met4
* NetSw at 0.846 mW
* Final hold viol count at 0
* Layout Cells excl Fill at 307
* Met2 WL at 1720 µm
* Post-route DRC at 0
* Most numerous cell on the critical path: buf_6
* Starting DRT DRC Count at 18
* Max FO, Critical Path at 6
* RSZ-0062 raised after global routing: yes
* Layout Area Growth over Synthesis at 60.5%
* Initial antenna violation count at 0
* OpenROAD warnings at 173
* Syn Area/Cell at 16.5 µm²
* CTS Hold Bufs at 0
* Gr usage total at 0.0511
* Final HPWL DP at 2860 µm
* Most frequent cells in the layout: clkdlybuf4s50_1 (36), dfxtp_1 (34), dfrtp_1 (20)
* Placed Cells at 292
* First-pass GRT wire length at 5670 µm
* CTS tree: done
* Via Count at 895
* Distinct cells, synth at 11
* Pleak at 1.14 nW
* Vias in the first global route at 994
* Share of layout cells above drive strength 1 at 0.316
* Total grt overflow at 0
* CP Capture Type: output pin
* R2r setup slk at 0.41 ns
* Routed vias/inst at 2.92
* CP startpoint kind: register
* Die area at 15,100 µm²
* Pre-CTS setup slack at -0.296 ns
* ANT cells at 0
## state kept, by name (all words and copies together) (netlist names)
name       count
rDLEN          2
HBURST         1
HTRANS         1
HADDR         16
rDADR         16
rCADR         16
TMP_BURST      1
HWRITE         1
HWDATA         1
## stage by stage
stage | utilization | hold WS [ns]
5_1_grt | 0.254 | 0.285
6_report | 0.254 | 0.292
4_1_cts | 0.258 | 0.288
2_1_floorplan | - | -0.0756
3_5_place_dp | 0.234 | 0.448
3_3_place_gp | 0.234 | 0.444
## power by group through the flow
stage	clock, mW	combinational [mW]	sequential [mW]
4_1_cts	2.05	0.430	2.12
5_1_grt	2.12	0.437	2.13
6_report	1.94	0.402	2.12
## timing repair
| item | 4_1_cts | 5_1_grt |
|---|---|---|
| resized | 96 | 12 |
| setup endpoints to repair | 40 | 23 |
| endpoints found under the hold margin | 0 | 0 |
| setup buffers | 3 | 0 |
| cloned | 2 | 0 |
## cell usage after synthesis, drive strengths merged
library cell,instances,area share
ha,1,0.0076
mux2,16,0.13
dfrtp,20,0.31
conb,2,0.0046
buf,24,0.12
dlxtn,1,0.0092
dfxtp,34,0.42
nor2b,1,0.0038
## routing by layer
| layer | global-route usage | up-vias |
|---|---|---|
| li1 | - | 424 |
| met5 | 0 | - |
| met4 | 0.0124 | 0 |
| met3 | 0.0328 | 7 |
| met2 | 0.0776 | 58 |
| met1 | 0.0597 | 406 |
## cell families after synthesis
logic type	synth area share
flops	0.722
buf+inv	0.120
mux	0.133
other cells	0.00459
fa+ha+maj	0.00764
simple gates	0.00383
latches	0.00917
## worst max-delay path: cells and delay by family (launching register included)
| family | cells | cell delay (ns) |
|---|---|---|
| flip-flops | 1 | 0.40 |
| buffers and inverters | 3 | 0.34 |
## worst min-delay path by stage
| stage | endpoint | slack [ns] | cells after the start |
|---|---|---|---|
| CTS | HADDR[13] | 0.29 | 2 |
| finish | HADDR[13] | 0.29 | 2 |
| global route | HADDR[13] | 0.28 | 2 |
## cell type report
cell class,instances,area (µm²)
well taps,136,170
clock inverters,3,68.8
repair buffers,78,801
clock buffers,9,124
multi-input cells,26,267
fillers,1055,7700
flip-flops and latches,55,1200
Power figures rest on the tool's default switching activity, not on a simulated workload.
